### config.mk
export PLATFORM = sky130hd
export DESIGN_NAME = RegisterFile
export DESIGN_NICKNAME = RegisterFile
export VERILOG_FILES = /design/flow/design.v
export SDC_FILE = /design/flow/constraint.sdc
export NUM_CORES = 4
export LEC_CHECK = 1
export CORE_AREA = 10 10 70 70
export DIE_AREA = 0 0 80 80
### constraint.sdc
current_design RegisterFile

set clk_period 2.3
set clk_io_pct 0.2

create_clock -name clk0 -period $clk_period [get_ports {clk}]

set non_clock_inputs [all_inputs -no_clocks]
set_input_delay [expr $clk_period * $clk_io_pct] -clock clk0 $non_clock_inputs
set_output_delay [expr $clk_period * $clk_io_pct] -clock clk0 [all_outputs]
### design.v
module dff (q, d, wen, clk, rst);
    output         q;  
    input          d;  
    input          wen;  
    input          clk;  
    input          rst;  
    reg            state;
    assign q = state;
    always @(posedge clk) begin
    state = rst ? 0 : (wen ? d : state);
    end
endmodule
module BitCell(input clk, input rst, input D, input WriteEnable, input ReadEnable1, ReadEnable2, inout Bitline1, inout Bitline2);
	wire dff_state;
	wire dff_in;
	wire dff_out;
	wire dff_write_en;
	dff STATE_ELEMENT(dff_out, D, WriteEnable, clk, rst);
	assign Bitline1 = ReadEnable1 == 0 ? 1'bz : dff_out;
	assign Bitline2 = ReadEnable2 == 0 ? 1'bz : dff_out;
endmodule
module ReadDecoder_4_16(input [3:0] RegId, output [15:0] Wordline);
	assign Wordline = RegId == 0? 1:
			RegId == 1? 2:
			RegId == 2? 4:
			RegId == 3? 8:
			RegId == 4? 16:
			RegId == 5? 32:
			RegId == 6? 64:
			RegId == 7? 128:
			RegId == 8? 256:
			RegId == 9? 512:
			RegId == 10? 1024:
			RegId == 11? 2048:
			RegId == 12? 4096:
			RegId == 13? 8192:
			RegId == 14? 16384:
			RegId == 15? 32768: 0;
endmodule
module Register(input clk, input rst, input [15:0] D, input WriteReg, input ReadEnable1, input ReadEnable2, inout[15:0] Bitline1, inout [15:0] Bitline2);
	BitCell CELL_0(clk, rst, D[0], WriteReg, ReadEnable1, ReadEnable2, Bitline1[0], Bitline2[0]);
	BitCell CELL_1(clk, rst, D[1], WriteReg, ReadEnable1, ReadEnable2, Bitline1[1], Bitline2[1]);
	BitCell CELL_2(clk, rst, D[2], WriteReg, ReadEnable1, ReadEnable2, Bitline1[2], Bitline2[2]);
	BitCell CELL_3(clk, rst, D[3], WriteReg, ReadEnable1, ReadEnable2, Bitline1[3], Bitline2[3]);
	BitCell CELL_4(clk, rst, D[4], WriteReg, ReadEnable1, ReadEnable2, Bitline1[4], Bitline2[4]);
	BitCell CELL_5(clk, rst, D[5], WriteReg, ReadEnable1, ReadEnable2, Bitline1[5], Bitline2[5]);
	BitCell CELL_6(clk, rst, D[6], WriteReg, ReadEnable1, ReadEnable2, Bitline1[6], Bitline2[6]);
	BitCell CELL_7(clk, rst, D[7], WriteReg, ReadEnable1, ReadEnable2, Bitline1[7], Bitline2[7]);
	BitCell CELL_8(clk, rst, D[8], WriteReg, ReadEnable1, ReadEnable2, Bitline1[8], Bitline2[8]);
	BitCell CELL_9(clk, rst, D[9], WriteReg, ReadEnable1, ReadEnable2, Bitline1[9], Bitline2[9]);
	BitCell CELL_10(clk, rst, D[10], WriteReg, ReadEnable1, ReadEnable2, Bitline1[10], Bitline2[10]);
	BitCell CELL_11(clk, rst, D[11], WriteReg, ReadEnable1, ReadEnable2, Bitline1[11], Bitline2[11]);
	BitCell CELL_12(clk, rst, D[12], WriteReg, ReadEnable1, ReadEnable2, Bitline1[12], Bitline2[12]);
	BitCell CELL_13(clk, rst, D[13], WriteReg, ReadEnable1, ReadEnable2, Bitline1[13], Bitline2[13]);
	BitCell CELL_14(clk, rst, D[14], WriteReg, ReadEnable1, ReadEnable2, Bitline1[14], Bitline2[14]);
	BitCell CELL_15(clk, rst, D[15], WriteReg, ReadEnable1, ReadEnable2, Bitline1[15], Bitline2[15]);
endmodule 
module RegisterFile(input clk, input rst, input [3:0] SrcReg1, input[3:0] SrcReg2, input[3:0] DstReg, input WriteReg, input [15:0] DstData, inout [15:0] SrcData1, inout[15:0] SrcData2);
	wire[15:0] read_sig_r1;
	wire[15:0] read_sig_r2;
	wire[15:0] write_sig_dst;
	wire[15:0] read_bus_1;
	wire[15:0] read_bus_2;
	ReadDecoder_4_16 SIG_R1(SrcReg1,  read_sig_r1);
	ReadDecoder_4_16 SIG_R2(SrcReg2,  read_sig_r2);
	WriteDecoder_4_16 SIG_DST(DstReg, WriteReg, write_sig_dst);
	Register REG_0(clk, 1'b1, DstData, write_sig_dst[0], read_sig_r1[0], read_sig_r2[0], read_bus_1, read_bus_2);
	Register REG_1(clk, rst, DstData, write_sig_dst[1], read_sig_r1[1], read_sig_r2[1], read_bus_1, read_bus_2);
	Register REG_2(clk, rst, DstData, write_sig_dst[2], read_sig_r1[2], read_sig_r2[2], read_bus_1, read_bus_2);
	Register REG_3(clk, rst, DstData, write_sig_dst[3], read_sig_r1[3], read_sig_r2[3], read_bus_1, read_bus_2);
	Register REG_4(clk, rst, DstData, write_sig_dst[4], read_sig_r1[4], read_sig_r2[4], read_bus_1, read_bus_2);
	Register REG_5(clk, rst, DstData, write_sig_dst[5], read_sig_r1[5], read_sig_r2[5], read_bus_1, read_bus_2);
	Register REG_6(clk, rst, DstData, write_sig_dst[6], read_sig_r1[6], read_sig_r2[6], read_bus_1, read_bus_2);
	Register REG_7(clk, rst, DstData, write_sig_dst[7], read_sig_r1[7], read_sig_r2[7], read_bus_1, read_bus_2);
	Register REG_8(clk, rst, DstData, write_sig_dst[8], read_sig_r1[8], read_sig_r2[8], read_bus_1, read_bus_2);
	Register REG_9(clk, rst, DstData, write_sig_dst[9], read_sig_r1[9], read_sig_r2[9], read_bus_1, read_bus_2);
	Register REG_10(clk, rst, DstData, write_sig_dst[10], read_sig_r1[10], read_sig_r2[10], read_bus_1, read_bus_2);
	Register REG_11(clk, rst, DstData, write_sig_dst[11], read_sig_r1[11], read_sig_r2[11], read_bus_1, read_bus_2);
	Register REG_12(clk, rst, DstData, write_sig_dst[12], read_sig_r1[12], read_sig_r2[12], read_bus_1, read_bus_2);
	Register REG_13(clk, rst, DstData, write_sig_dst[13], read_sig_r1[13], read_sig_r2[13], read_bus_1, read_bus_2);
	Register REG_14(clk, rst, DstData, write_sig_dst[14], read_sig_r1[14], read_sig_r2[14], read_bus_1, read_bus_2);
	Register REG_15(clk, rst, DstData, write_sig_dst[15], read_sig_r1[15], read_sig_r2[15], read_bus_1, read_bus_2);
	assign SrcData1 = SrcReg1 == 0 ? 0 :
			rst != 0 ? 0 :
			DstReg == SrcReg1 ?
				WriteReg ? DstData
				: read_bus_1
			: read_bus_1;
	assign SrcData2 = SrcReg2 == 0 ? 0 :
			rst != 0 ? 0 :
			DstReg == SrcReg2 ?
				WriteReg ? DstData
				: read_bus_2
			: read_bus_2;
endmodule
module WriteDecoder_4_16(input [3:0] RegId, input WriteReg, output[15:0] Wordline);
	assign Wordline =
			WriteReg == 0? 0:
			RegId == 0? 1:
			RegId == 1? 2:
			RegId == 2? 4:
			RegId == 3? 8:
			RegId == 4? 16:
			RegId == 5? 32:
			RegId == 6? 64:
			RegId == 7? 128:
			RegId == 8? 256:
			RegId == 9? 512:
			RegId == 10? 1024:
			RegId == 11? 2048:
			RegId == 12? 4096:
			RegId == 13? 8192:
			RegId == 14? 16384:
			RegId == 15? 32768: 0;
endmodule
### run.sh
#!/bin/bash
# OpenROAD 26Q1-2900-gdf79404cd8, Yosys 0.63+post, stock flow scripts
make -C /OpenROAD-flow-scripts/flow DESIGN_CONFIG=/design/flow/config.mk WORK_HOME=/design/flow/orfs finish
==> results.yml <==
# synthesis and place-and-route metrics
status:
  status: "completed"
routing:
  num_vias: 636
  drt_pre_antenna_iters: 3
  routed_wl_mm: 2.225
  vias_per_cell: 4.327
  drt_iter0_drc: 24
  wire_per_inst_um: 15.14
  detail-route-antenna-nets: 0
  drc: 0
  diodes: 0
synthesis:
  synth_warnings: 35
  ys_sh_mux_pct: 0
  synth_seq_share_pct: 0
  netlist_top_cells_area: "nor3_1 (41%), xnor2_1 (18%), nand2_1 (16%)"
  synth.distinct_cells: 11
  synthSimpleGateAreaFrac_pct: 64.87
  ys_area_um2: 395.4
  top_area_cell: "nor3_1"
  most_common_cell: "nor3_1"
  yosysCellCount: 68
  aoi_share_pct: 6.962
  mappedNetlistArea_um2: 395.4
  syn_inst: 68
  ys_sh_adder_pct: 0
  syn_area_per_cell_um2: 5.814
  xor_share_pct: 17.72
  top_logic_kind: "simple AND/OR/NAND/NOR gates"
  synthTopCellsByCount: "nor3_1 (32), nand2_1 (17), xnor2_1 (8), buf_2 (3), buf_6 (2)"
  synth_top_area_share_pct: 40.51
hold_path:
  min_path_type: "input pin to output pin"
placement:
  pre_cts_slack_ns: -0.06964
  dp_hpwl_mm: 1.832
  io_buffer_count: 30
  dp_cells: 144
  gp_congestion: 0.8112
setup_path:
  worstPathArrival_ns: 1.80
  crit_fanout: 16
  endpoint_kind: "output pin"
  worst-setup-path-type: "input pin to output pin"
  cp-start-kind: "input pin"
  worst_ep_required_time_ns: 1.84
final_layout:
  drive_above_1_share_pct: 14.85
  area_growth_pct: 108.9
  logic_area_um2: 381.6
  nClkBuffers: 0
  instances_no_fill: 147
  regArea_um2: 0
  fill_cells: 359
  flop-count: 0
global_routing:
  gr-total-overflow: 0
  grt_pass1_vias: 599
  antenna_found_initial: 0
  grt_max_degree: 17
  grt_first_pass_wirelength_mm: 3.215
  grt_usage_pct: 6.073
floorplanning:
  fp-utilization_pct: 11.58
  std_cell_rows: 21
  die_area_um2: 6400
  coreArea_um2: 3416
  ios: 63
  die_w_um: 80
  die-height_um: 80
flow_run:
  drv_cap: 0
  warning_count: 29
power:
  power_density_nw_per_um2: 193.4
  p_total_mw: 0.1597
  leakage_nw: 0.2550
  ir_worst_vdd_uv: 48.16
final_timing:
  max_slew_margin_pct: 77.76
  slew_viol_final: 0
  min_period_ns: 2.265
  setup_viol: 0
  fin_ws_ns: 0.03518
  max_freq_mhz: 441.5
  grt_setup_unrepaired: "true"
  hold_violations: 0
  worstMarginPinSlew_ns: 0.3325
  finalClockPeriodUsage_pct: 98.47
clocking:
  cts_hold_buf: 0
[worst max-delay path: stages]
cell and delay (ns):
clkdlybuf4s50_1 0.50, or4_4 0.53, nand3_4 0.21, nor3_1 0.10
[cells in the final DEF (no fill, tap or decap)]
| master | instances |
|---|---|
| nand3_2 | 1 |
| buf_12 | 1 |
| nand2_1 | 17 |
| xnor2_2 | 2 |
| or4_4 | 1 |
| o41ai_4 | 1 |
| clkdlybuf4s50_1 | 29 |
| nor2b_1 | 1 |
| buf_4 | 7 |
| buf_6 | 1 |
| nand3_4 | 1 |
| dlymetal6s2s_1 | 1 |
| nor3_1 | 32 |
| xnor2_1 | 6 |
[worst paths after layout]
kind	startpoint	endpoint	cells after the start
min	DstReg[1]	SrcData2[9]	4
max	DstReg[2]	SrcData1[6]	4
[stage by stage]
| stage | area [µm²] | utilization [%] | hold WS (ns) | TNS (ns) |
|---|---|---|---|---|
| 2_1_floorplan | 395.4 | - | 0.9999 | 0 |
| 3_3_place_gp | 757.0 | 22.16 | 1.428 | -0.2791 |
| 3_5_place_dp | 757.0 | 22.16 | 1.430 | -0.7868 |
| 4_1_cts | 784.5 | 22.97 | 1.432 | 0 |
| 5_1_grt | 825.8 | 24.18 | 1.449 | -0.05487 |
| 6_report | 825.8 | 24.18 | 1.423 | 0 |
[power by group]
group | internal [mW] | switching (mW)
clock | 0 | 0
combinational | 0.0876 | 0.0721
sequential | 0 | 0
total | 0.0876 | 0.0721
[final cells by class]
type	count	area share, %
multi-input combinational	62	46.21
timing repair buffer	39	46.82
tap	46	6.970
[cells by family after synthesis]
kind of cell,count (synthesis)
simple gates,53
xor+xnor,8
buf+inv,6
compound gates,1
[routing by layer]
| metal | vias to the layer above | global-route usage (%) | share of wire [%] |
|---|---|---|---|
| met5 | - | 0 | 0 |
| met4 | 0 | 0.5282 | 0.63 |
| met3 | 2 | 1.932 | 9.9 |
| met2 | 30 | 11.80 | 52 |
| met1 | 299 | 6.328 | 37 |
| li1 | 305 | - | - |
[repair_timing]
action / CTS / global route
hold endpoints to repair: 0 / 0
setup buffers: 2 / 1
gates resized: 0 / 6
pin swaps: 1 / 0
setup endpoints to repair: 16 / 32
No activity file was given, so power comes from the tool's default toggle rates.
