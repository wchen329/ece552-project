## ./config.mk

```make
export PLATFORM = sky130hd
export DESIGN_NAME = Decoder_7_128
export DESIGN_NICKNAME = Decoder_7_128
export VERILOG_FILES = /design/flow/design.v
export SDC_FILE = /design/flow/constraint.sdc
export NUM_CORES = 4
export LEC_CHECK = 1
export CORE_AREA = 10 10 83 83
export DIE_AREA = 0 0 93 93
```

## ./constraint.sdc

```tcl
current_design Decoder_7_128

set clk_period 2.5
set clk_io_pct 0.2

create_clock -name clk0 -period $clk_period

set non_clock_inputs [all_inputs -no_clocks]
set_input_delay [expr $clk_period * $clk_io_pct] -clock clk0 $non_clock_inputs
set_output_delay [expr $clk_period * $clk_io_pct] -clock clk0 [all_outputs]
```

## ./design.v

```verilog
module Decoder_7_128(decode_in, decode_out);
	input[6:0] decode_in;
	output[127:0] decode_out;
	assign decode_out =
		decode_in == 0 ? 128'b00000000000000000000000000000000000000000000000000000000000000000000000000000000000000000000000000000000000000000000000000000001 :
		decode_in == 1 ? 128'b00000000000000000000000000000000000000000000000000000000000000000000000000000000000000000000000000000000000000000000000000000010 :
		decode_in == 2 ? 128'b00000000000000000000000000000000000000000000000000000000000000000000000000000000000000000000000000000000000000000000000000000100 :
		decode_in == 3 ? 128'b00000000000000000000000000000000000000000000000000000000000000000000000000000000000000000000000000000000000000000000000000001000 :
		decode_in == 4 ? 128'b00000000000000000000000000000000000000000000000000000000000000000000000000000000000000000000000000000000000000000000000000010000 :
		decode_in == 5 ? 128'b00000000000000000000000000000000000000000000000000000000000000000000000000000000000000000000000000000000000000000000000000100000 :
		decode_in == 6 ? 128'b00000000000000000000000000000000000000000000000000000000000000000000000000000000000000000000000000000000000000000000000001000000 :
		decode_in == 7 ? 128'b00000000000000000000000000000000000000000000000000000000000000000000000000000000000000000000000000000000000000000000000010000000 :
		decode_in == 8 ? 128'b00000000000000000000000000000000000000000000000000000000000000000000000000000000000000000000000000000000000000000000000100000000 :
		decode_in == 9 ? 128'b00000000000000000000000000000000000000000000000000000000000000000000000000000000000000000000000000000000000000000000001000000000 :
		decode_in == 10 ? 128'b00000000000000000000000000000000000000000000000000000000000000000000000000000000000000000000000000000000000000000000010000000000 :
		decode_in == 11 ? 128'b00000000000000000000000000000000000000000000000000000000000000000000000000000000000000000000000000000000000000000000100000000000 :
		decode_in == 12 ? 128'b00000000000000000000000000000000000000000000000000000000000000000000000000000000000000000000000000000000000000000001000000000000 :
		decode_in == 13 ? 128'b00000000000000000000000000000000000000000000000000000000000000000000000000000000000000000000000000000000000000000010000000000000 :
		decode_in == 14 ? 128'b00000000000000000000000000000000000000000000000000000000000000000000000000000000000000000000000000000000000000000100000000000000 :
		decode_in == 15 ? 128'b00000000000000000000000000000000000000000000000000000000000000000000000000000000000000000000000000000000000000001000000000000000 :
		decode_in == 16 ? 128'b00000000000000000000000000000000000000000000000000000000000000000000000000000000000000000000000000000000000000010000000000000000 :
		decode_in == 17 ? 128'b00000000000000000000000000000000000000000000000000000000000000000000000000000000000000000000000000000000000000100000000000000000 :
		decode_in == 18 ? 128'b00000000000000000000000000000000000000000000000000000000000000000000000000000000000000000000000000000000000001000000000000000000 :
		decode_in == 19 ? 128'b00000000000000000000000000000000000000000000000000000000000000000000000000000000000000000000000000000000000010000000000000000000 :
		decode_in == 20 ? 128'b00000000000000000000000000000000000000000000000000000000000000000000000000000000000000000000000000000000000100000000000000000000 :
		decode_in == 21 ? 128'b00000000000000000000000000000000000000000000000000000000000000000000000000000000000000000000000000000000001000000000000000000000 :
		decode_in == 22 ? 128'b00000000000000000000000000000000000000000000000000000000000000000000000000000000000000000000000000000000010000000000000000000000 :
		decode_in == 23 ? 128'b00000000000000000000000000000000000000000000000000000000000000000000000000000000000000000000000000000000100000000000000000000000 :
		decode_in == 24 ? 128'b00000000000000000000000000000000000000000000000000000000000000000000000000000000000000000000000000000001000000000000000000000000 :
		decode_in == 25 ? 128'b00000000000000000000000000000000000000000000000000000000000000000000000000000000000000000000000000000010000000000000000000000000 :
		decode_in == 26 ? 128'b00000000000000000000000000000000000000000000000000000000000000000000000000000000000000000000000000000100000000000000000000000000 :
		decode_in == 27 ? 128'b00000000000000000000000000000000000000000000000000000000000000000000000000000000000000000000000000001000000000000000000000000000 :
		decode_in == 28 ? 128'b00000000000000000000000000000000000000000000000000000000000000000000000000000000000000000000000000010000000000000000000000000000 :
		decode_in == 29 ? 128'b00000000000000000000000000000000000000000000000000000000000000000000000000000000000000000000000000100000000000000000000000000000 :
		decode_in == 30 ? 128'b00000000000000000000000000000000000000000000000000000000000000000000000000000000000000000000000001000000000000000000000000000000 :
		decode_in == 31 ? 128'b00000000000000000000000000000000000000000000000000000000000000000000000000000000000000000000000010000000000000000000000000000000 :
		decode_in == 32 ? 128'b00000000000000000000000000000000000000000000000000000000000000000000000000000000000000000000000100000000000000000000000000000000 :
		decode_in == 33 ? 128'b00000000000000000000000000000000000000000000000000000000000000000000000000000000000000000000001000000000000000000000000000000000 :
		decode_in == 34 ? 128'b00000000000000000000000000000000000000000000000000000000000000000000000000000000000000000000010000000000000000000000000000000000 :
		decode_in == 35 ? 128'b00000000000000000000000000000000000000000000000000000000000000000000000000000000000000000000100000000000000000000000000000000000 :
		decode_in == 36 ? 128'b00000000000000000000000000000000000000000000000000000000000000000000000000000000000000000001000000000000000000000000000000000000 :
		decode_in == 37 ? 128'b00000000000000000000000000000000000000000000000000000000000000000000000000000000000000000010000000000000000000000000000000000000 :
		decode_in == 38 ? 128'b00000000000000000000000000000000000000000000000000000000000000000000000000000000000000000100000000000000000000000000000000000000 :
		decode_in == 39 ? 128'b00000000000000000000000000000000000000000000000000000000000000000000000000000000000000001000000000000000000000000000000000000000 :
		decode_in == 40 ? 128'b00000000000000000000000000000000000000000000000000000000000000000000000000000000000000010000000000000000000000000000000000000000 :
		decode_in == 41 ? 128'b00000000000000000000000000000000000000000000000000000000000000000000000000000000000000100000000000000000000000000000000000000000 :
		decode_in == 42 ? 128'b00000000000000000000000000000000000000000000000000000000000000000000000000000000000001000000000000000000000000000000000000000000 :
		decode_in == 43 ? 128'b00000000000000000000000000000000000000000000000000000000000000000000000000000000000010000000000000000000000000000000000000000000 :
		decode_in == 44 ? 128'b00000000000000000000000000000000000000000000000000000000000000000000000000000000000100000000000000000000000000000000000000000000 :
		decode_in == 45 ? 128'b00000000000000000000000000000000000000000000000000000000000000000000000000000000001000000000000000000000000000000000000000000000 :
		decode_in == 46 ? 128'b00000000000000000000000000000000000000000000000000000000000000000000000000000000010000000000000000000000000000000000000000000000 :
		decode_in == 47 ? 128'b00000000000000000000000000000000000000000000000000000000000000000000000000000000100000000000000000000000000000000000000000000000 :
		decode_in == 48 ? 128'b00000000000000000000000000000000000000000000000000000000000000000000000000000001000000000000000000000000000000000000000000000000 :
		decode_in == 49 ? 128'b00000000000000000000000000000000000000000000000000000000000000000000000000000010000000000000000000000000000000000000000000000000 :
		decode_in == 50 ? 128'b00000000000000000000000000000000000000000000000000000000000000000000000000000100000000000000000000000000000000000000000000000000 :
		decode_in == 51 ? 128'b00000000000000000000000000000000000000000000000000000000000000000000000000001000000000000000000000000000000000000000000000000000 :
		decode_in == 52 ? 128'b00000000000000000000000000000000000000000000000000000000000000000000000000010000000000000000000000000000000000000000000000000000 :
		decode_in == 53 ? 128'b00000000000000000000000000000000000000000000000000000000000000000000000000100000000000000000000000000000000000000000000000000000 :
		decode_in == 54 ? 128'b00000000000000000000000000000000000000000000000000000000000000000000000001000000000000000000000000000000000000000000000000000000 :
		decode_in == 55 ? 128'b00000000000000000000000000000000000000000000000000000000000000000000000010000000000000000000000000000000000000000000000000000000 :
		decode_in == 56 ? 128'b00000000000000000000000000000000000000000000000000000000000000000000000100000000000000000000000000000000000000000000000000000000 :
		decode_in == 57 ? 128'b00000000000000000000000000000000000000000000000000000000000000000000001000000000000000000000000000000000000000000000000000000000 :
		decode_in == 58 ? 128'b00000000000000000000000000000000000000000000000000000000000000000000010000000000000000000000000000000000000000000000000000000000 :
		decode_in == 59 ? 128'b00000000000000000000000000000000000000000000000000000000000000000000100000000000000000000000000000000000000000000000000000000000 :
		decode_in == 60 ? 128'b00000000000000000000000000000000000000000000000000000000000000000001000000000000000000000000000000000000000000000000000000000000 :
		decode_in == 61 ? 128'b00000000000000000000000000000000000000000000000000000000000000000010000000000000000000000000000000000000000000000000000000000000 :
		decode_in == 62 ? 128'b00000000000000000000000000000000000000000000000000000000000000000100000000000000000000000000000000000000000000000000000000000000 :
		decode_in == 63 ? 128'b00000000000000000000000000000000000000000000000000000000000000001000000000000000000000000000000000000000000000000000000000000000 :
		decode_in == 64 ? 128'b00000000000000000000000000000000000000000000000000000000000000010000000000000000000000000000000000000000000000000000000000000000 :
		decode_in == 65 ? 128'b00000000000000000000000000000000000000000000000000000000000000100000000000000000000000000000000000000000000000000000000000000000 :
		decode_in == 66 ? 128'b00000000000000000000000000000000000000000000000000000000000001000000000000000000000000000000000000000000000000000000000000000000 :
		decode_in == 67 ? 128'b00000000000000000000000000000000000000000000000000000000000010000000000000000000000000000000000000000000000000000000000000000000 :
		decode_in == 68 ? 128'b00000000000000000000000000000000000000000000000000000000000100000000000000000000000000000000000000000000000000000000000000000000 :
		decode_in == 69 ? 128'b00000000000000000000000000000000000000000000000000000000001000000000000000000000000000000000000000000000000000000000000000000000 :
		decode_in == 70 ? 128'b00000000000000000000000000000000000000000000000000000000010000000000000000000000000000000000000000000000000000000000000000000000 :
		decode_in == 71 ? 128'b00000000000000000000000000000000000000000000000000000000100000000000000000000000000000000000000000000000000000000000000000000000 :
		decode_in == 72 ? 128'b00000000000000000000000000000000000000000000000000000001000000000000000000000000000000000000000000000000000000000000000000000000 :
		decode_in == 73 ? 128'b00000000000000000000000000000000000000000000000000000010000000000000000000000000000000000000000000000000000000000000000000000000 :
		decode_in == 74 ? 128'b00000000000000000000000000000000000000000000000000000100000000000000000000000000000000000000000000000000000000000000000000000000 :
		decode_in == 75 ? 128'b00000000000000000000000000000000000000000000000000001000000000000000000000000000000000000000000000000000000000000000000000000000 :
		decode_in == 76 ? 128'b00000000000000000000000000000000000000000000000000010000000000000000000000000000000000000000000000000000000000000000000000000000 :
		decode_in == 77 ? 128'b00000000000000000000000000000000000000000000000000100000000000000000000000000000000000000000000000000000000000000000000000000000 :
		decode_in == 78 ? 128'b00000000000000000000000000000000000000000000000001000000000000000000000000000000000000000000000000000000000000000000000000000000 :
		decode_in == 79 ? 128'b00000000000000000000000000000000000000000000000010000000000000000000000000000000000000000000000000000000000000000000000000000000 :
		decode_in == 80 ? 128'b00000000000000000000000000000000000000000000000100000000000000000000000000000000000000000000000000000000000000000000000000000000 :
		decode_in == 81 ? 128'b00000000000000000000000000000000000000000000001000000000000000000000000000000000000000000000000000000000000000000000000000000000 :
		decode_in == 82 ? 128'b00000000000000000000000000000000000000000000010000000000000000000000000000000000000000000000000000000000000000000000000000000000 :
		decode_in == 83 ? 128'b00000000000000000000000000000000000000000000100000000000000000000000000000000000000000000000000000000000000000000000000000000000 :
		decode_in == 84 ? 128'b00000000000000000000000000000000000000000001000000000000000000000000000000000000000000000000000000000000000000000000000000000000 :
		decode_in == 85 ? 128'b00000000000000000000000000000000000000000010000000000000000000000000000000000000000000000000000000000000000000000000000000000000 :
		decode_in == 86 ? 128'b00000000000000000000000000000000000000000100000000000000000000000000000000000000000000000000000000000000000000000000000000000000 :
		decode_in == 87 ? 128'b00000000000000000000000000000000000000001000000000000000000000000000000000000000000000000000000000000000000000000000000000000000 :
		decode_in == 88 ? 128'b00000000000000000000000000000000000000010000000000000000000000000000000000000000000000000000000000000000000000000000000000000000 :
		decode_in == 89 ? 128'b00000000000000000000000000000000000000100000000000000000000000000000000000000000000000000000000000000000000000000000000000000000 :
		decode_in == 90 ? 128'b00000000000000000000000000000000000001000000000000000000000000000000000000000000000000000000000000000000000000000000000000000000 :
		decode_in == 91 ? 128'b00000000000000000000000000000000000010000000000000000000000000000000000000000000000000000000000000000000000000000000000000000000 :
		decode_in == 92 ? 128'b00000000000000000000000000000000000100000000000000000000000000000000000000000000000000000000000000000000000000000000000000000000 :
		decode_in == 93 ? 128'b00000000000000000000000000000000001000000000000000000000000000000000000000000000000000000000000000000000000000000000000000000000 :
		decode_in == 94 ? 128'b00000000000000000000000000000000010000000000000000000000000000000000000000000000000000000000000000000000000000000000000000000000 :
		decode_in == 95 ? 128'b00000000000000000000000000000000100000000000000000000000000000000000000000000000000000000000000000000000000000000000000000000000 :
		decode_in == 96 ? 128'b00000000000000000000000000000001000000000000000000000000000000000000000000000000000000000000000000000000000000000000000000000000 :
		decode_in == 97 ? 128'b00000000000000000000000000000010000000000000000000000000000000000000000000000000000000000000000000000000000000000000000000000000 :
		decode_in == 98 ? 128'b00000000000000000000000000000100000000000000000000000000000000000000000000000000000000000000000000000000000000000000000000000000 :
		decode_in == 99 ? 128'b00000000000000000000000000001000000000000000000000000000000000000000000000000000000000000000000000000000000000000000000000000000 :
		decode_in == 100 ? 128'b00000000000000000000000000010000000000000000000000000000000000000000000000000000000000000000000000000000000000000000000000000000 :
		decode_in == 101 ? 128'b00000000000000000000000000100000000000000000000000000000000000000000000000000000000000000000000000000000000000000000000000000000 :
		decode_in == 102 ? 128'b00000000000000000000000001000000000000000000000000000000000000000000000000000000000000000000000000000000000000000000000000000000 :
		decode_in == 103 ? 128'b00000000000000000000000010000000000000000000000000000000000000000000000000000000000000000000000000000000000000000000000000000000 :
		decode_in == 104 ? 128'b00000000000000000000000100000000000000000000000000000000000000000000000000000000000000000000000000000000000000000000000000000000 :
		decode_in == 105 ? 128'b00000000000000000000001000000000000000000000000000000000000000000000000000000000000000000000000000000000000000000000000000000000 :
		decode_in == 106 ? 128'b00000000000000000000010000000000000000000000000000000000000000000000000000000000000000000000000000000000000000000000000000000000 :
		decode_in == 107 ? 128'b00000000000000000000100000000000000000000000000000000000000000000000000000000000000000000000000000000000000000000000000000000000 :
		decode_in == 108 ? 128'b00000000000000000001000000000000000000000000000000000000000000000000000000000000000000000000000000000000000000000000000000000000 :
		decode_in == 109 ? 128'b00000000000000000010000000000000000000000000000000000000000000000000000000000000000000000000000000000000000000000000000000000000 :
		decode_in == 110 ? 128'b00000000000000000100000000000000000000000000000000000000000000000000000000000000000000000000000000000000000000000000000000000000 :
		decode_in == 111 ? 128'b00000000000000001000000000000000000000000000000000000000000000000000000000000000000000000000000000000000000000000000000000000000 :
		decode_in == 112 ? 128'b00000000000000010000000000000000000000000000000000000000000000000000000000000000000000000000000000000000000000000000000000000000 :
		decode_in == 113 ? 128'b00000000000000100000000000000000000000000000000000000000000000000000000000000000000000000000000000000000000000000000000000000000 :
		decode_in == 114 ? 128'b00000000000001000000000000000000000000000000000000000000000000000000000000000000000000000000000000000000000000000000000000000000 :
		decode_in == 115 ? 128'b00000000000010000000000000000000000000000000000000000000000000000000000000000000000000000000000000000000000000000000000000000000 :
		decode_in == 116 ? 128'b00000000000100000000000000000000000000000000000000000000000000000000000000000000000000000000000000000000000000000000000000000000 :
		decode_in == 117 ? 128'b00000000001000000000000000000000000000000000000000000000000000000000000000000000000000000000000000000000000000000000000000000000 :
		decode_in == 118 ? 128'b00000000010000000000000000000000000000000000000000000000000000000000000000000000000000000000000000000000000000000000000000000000 :
		decode_in == 119 ? 128'b00000000100000000000000000000000000000000000000000000000000000000000000000000000000000000000000000000000000000000000000000000000 :
		decode_in == 120 ? 128'b00000001000000000000000000000000000000000000000000000000000000000000000000000000000000000000000000000000000000000000000000000000 :
		decode_in == 121 ? 128'b00000010000000000000000000000000000000000000000000000000000000000000000000000000000000000000000000000000000000000000000000000000 :
		decode_in == 122 ? 128'b00000100000000000000000000000000000000000000000000000000000000000000000000000000000000000000000000000000000000000000000000000000 :
		decode_in == 123 ? 128'b00001000000000000000000000000000000000000000000000000000000000000000000000000000000000000000000000000000000000000000000000000000 :
		decode_in == 124 ? 128'b00010000000000000000000000000000000000000000000000000000000000000000000000000000000000000000000000000000000000000000000000000000 :
		decode_in == 125 ? 128'b00100000000000000000000000000000000000000000000000000000000000000000000000000000000000000000000000000000000000000000000000000000 :
		decode_in == 126 ? 128'b01000000000000000000000000000000000000000000000000000000000000000000000000000000000000000000000000000000000000000000000000000000 :
		decode_in == 127 ? 128'b10000000000000000000000000000000000000000000000000000000000000000000000000000000000000000000000000000000000000000000000000000000 :
		0;
endmodule
```

## ./run.sh

```bash
#!/bin/bash
# OpenROAD 26Q1-2900-gdf79404cd8, Yosys 0.63+post, stock flow scripts
make -C /OpenROAD-flow-scripts/flow DESIGN_CONFIG=/design/flow/config.mk WORK_HOME=/design/flow/orfs finish
```

==> summary.txt <==
Implementation summary

The flow ran to the end, and the final reports show no timing, DRC or antenna violations. The core region is 5140 um^2. The cell row count is 26. The critical path endpoint has a required time of 2.00 ns. The logs give a warning total of 32. The largest incremental delay on the critical path is 0.49 ns. The net switching share of the total power is 50.4%.

The cell count in the Yosys report is 182. Among all stages on the critical path, the largest delay is contributed by sky130_fd_sc_hd__clkdlybuf4s50_1. In this run the critical path is formed by dlygate4sd2_1 > or3b_4 > buf_4 > nor2_2 > clkdlybuf4s50_1. The count of buffers added on input and output ports is 135. The buffering stage count on the worst path with inverters included is 3. Counting pins that exceed their max-slew limit in the final report gives 0. The placed wire-length estimate is 5250 um. Of all cell types, the one taking the most synthesized area is sky130_fd_sc_hd__nor2_1. The reported leakage power is 0.856 nW. The synthesized area per cell is 4.92 um^2.

The die is 93 um wide. The maximum fanout along the worst path is 8. The first global-routing pass estimated 9530 um of wire. Entering global routing, the biggest net connects 17 pins. Hold-check failures listed in the final report amount to 0. The top cell type by area accounts for 47.4% of the synthesized area. The post-CTS repair timing setup buffer count is 0.

The final critical delay including setup and external delays is 2.44 ns. The routed design shows a wire length per standard cell of 15.7 um. The share of final-layout standard cells stronger than drive strength 1 is 20.9%.

Hold analysis shows the worst path with a depth of 5. The number of library cell types mapped by synthesis is 15. The highest metal layer carrying signal wires in the routed design is met3.

Setup repair after global routing left no endpoint under its margin. The final antenna-violating net count is 0. The data arrival time of the critical path is 1.94 ns.

Per the layout report, the design carries 0 clock buffers. The cell count after synthesis is 182. For this design the top-level I/O count stands at 135. The via count of the first global-routing pass is 1568. The pin closest to its max-slew limit shows a slew of 0.175 ns. The portion of total power attributed to combinational logic is 100.0%. The die covers 8650 um^2.

The tightest min-delay check is of the input port to output port type. In this run, the clock network consumes 0% of the power. Yosys attributes the largest share of cell area to sky130_fd_sc_hd__nor2_1, sky130_fd_sc_hd__nor2_2, sky130_fd_sc_hd__buf_2.

Including well taps, the total number of placed cells is 396. Across the whole layout, storage elements account for 0 um^2. The amount of wire on met3 after detailed routing is 517 um. For this configuration, the core starts out at a cell density of 17.4%. Post-route period utilization is reported as 97.5%. Sequential cells account for 0% of the total power. The cell family contributing the most delay on the critical path is buffers and inverters. The total routing usage reported by global routing is 13.5%. The detailed router's first-iteration violation count is 58.

The floorplan step set the die height to 93 um. The number of max-cap violations is 0. The relative slew slack is 88.4%. The finished cells cover 2500 um^2. For this run, the detailed router reports a per-instance via density of 4.07. The final setup violation count is 0. The endpoint kind of the worst setup timing path is an output port.

The internal portion of the total power is 71.9 uW. The finished layout holds 396 standard cells, fillers aside. Summing every instance area after synthesis gives 895 um^2.

For hold timing, the worst endpoint is decode_out[19]. The worst setup path is launched from an input port. Summed over all nets, wire length on met2 after detailed routing comes to 3310 um. The startpoint of the tightest hold check path is decode_in[0]. The diode insertion count for antenna repair is 0. The total negative slack is 0 ns. In the synthesis report, Yosys lists the chip area as 895 um^2. The placed instances occupy a cell area of 2470 um^2. The last weighted congestion value of the routability-driven placer is 0.870.

The worst-case IR drop observed on VDD is 26.0 uV. The area growth from synthesis to layout is 180%. The worst setup path is of the input port to output port kind. The initial antenna violation count is 0. The switching power is 73.1 uW. The final wirelength is 6220 um.

The power density over cell area is 57.9 nW/um^2. Across all layers, the routed design uses 1610 vias. In the per-layer summary, the met1 wirelength comes to 2380 um.

After global routing the overflow that remains totals 0. The worst hold margin is 1.61 ns. Derived from the worst setup path, the maximum achievable clock frequency is 410 MHz. The design has 0 sequential cells. The DRC violation total left in the routed layout is recorded as 0. The pre-antenna-repair detailed-routing pass consisted of 4 iterations. The count of yosys warnings during synthesis is 0.

The post-layout utilization of the core is 48.7%. The share of the Yosys chip area taken by registers is 0%.
-- metrics by stage --
stage	power, mW	setup WS [ns]
2_1_floorplan	0.0666	0.625
3_3_place_gp	0.143	-0.408
3_5_place_dp	0.143	-0.410
4_1_cts	0.142	0.00404
5_1_grt	0.158	0.00147
6_report	0.145	0.0624
-- Yosys cell counts, drive strengths merged --
master / instances
nand4b: 4
or3: 1
nand3: 1
nand3b: 3
nand4: 1
or4b: 4
or3b: 3
nand4bb: 6
or4: 1
clkbuf: 13
nor2: 128
buf: 17
-- power groups by stage --
stage | clock network, mW | registers [mW] | logic [mW]
4_1_cts | 0 | 0 | 0.142
5_1_grt | 0 | 0 | 0.158
6_report | 0 | 0 | 0.145
-- area by class of cell --
cell class	count	area, um^2
fillers	547	2640
multi-input cells	152	771
well taps	70	87.6
repair buffers	174	1640
-- placed cells by master, fill, tap and decap left out, types with 4 or more instances in the layout --
| cell | netlist | final |
|---|---|---|
| sky130_fd_sc_hd__clkdlybuf4s50_1 | 0 | 125 |
| sky130_fd_sc_hd__nor2_2 | 15 | 14 |
| sky130_fd_sc_hd__nor2_1 | 113 | 113 |
| sky130_fd_sc_hd__buf_2 | 14 | 4 |
| sky130_fd_sc_hd__or4b_4 | 1 | 4 |
| sky130_fd_sc_hd__nand4bb_1 | 6 | 6 |
| sky130_fd_sc_hd__buf_4 | 0 | 35 |
| sky130_fd_sc_hd__nand4b_1 | 4 | 4 |
-- routing by layer --
metal  global-route usage, %  up-vias
li1                        -      847
met1                    15.0      712
met2                    25.5       51
met3                    4.68        0
met4                       0        0
met5                       0        -
-- how the worst max path moves through the flow --
stage | start | endpoint | slack, ns | cells after the start
global route | decode_in[5] | decode_out[27] | 0.001 | 5
CTS | decode_in[3] | decode_out[120] | 0.004 | 4
finish | decode_in[5] | decode_out[72] | 0.06 | 5
-- cells by family (layout without fill, tap and decap cells) --
| family | after synthesis | after routing | synth area share [%] |
|---|---|---|---|
| AND/OR/NAND/NOR | 152 | 152 | 82.9 |
| buffers and inverters | 30 | 174 | 17.1 |
-- what timing repair did --
action | CTS | global route
pin swaps | 6 | 1
hold buffers | 0 | 0
endpoints found under the setup margin | 128 | 70
gates resized | 21 | 19
Power figures rest on the tool's default switching activity, not on a simulated workload.
